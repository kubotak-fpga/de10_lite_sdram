**design/flow/run.sh**
```bash
#!/bin/bash
# OpenROAD 26Q1-2900-gdf79404cd8, Yosys 0.63+post, stock flow scripts
make -C /OpenROAD-flow-scripts/flow DESIGN_CONFIG=/design/flow/config.mk WORK_HOME=/design/flow/orfs finish
```
**design/flow/config.mk**
```make
export PLATFORM = sky130hd
export DESIGN_NAME = avm_write_control
export DESIGN_NICKNAME = avm_write_control
export VERILOG_FILES = /design/flow/design.v
export SDC_FILE = /design/flow/constraint.sdc
export NUM_CORES = 4
export LEC_CHECK = 1
export CORE_AREA = 10 10 93 93
export DIE_AREA = 0 0 103 103
```
**design/flow/constraint.sdc**
```tcl
current_design avm_write_control

set clk_period 5.5
set clk_io_pct 0.2

create_clock -name clk0 -period $clk_period [get_ports {clk}]

set non_clock_inputs [all_inputs -no_clocks]
set_input_delay [expr $clk_period * $clk_io_pct] -clock clk0 $non_clock_inputs
set_output_delay [expr $clk_period * $clk_io_pct] -clock clk0 [all_outputs]
```
**design/flow/design.v**
```verilog
`default_nettype none
  module avm_write_control
    (
     input wire 	  clk,
     input wire 	  reset,
     input wire 	  start_triger,
     input wire 	  avl_wait_req_in,
     output wire 	  avl_write_out,
     output wire [15: 0] avl_wdata_out,
     output wire [7: 0]   avl_size_out,
     output wire [24: 0]  avl_addr_out
     );
   localparam BURST_SIZE = 8'd32;
   reg 			  start_meta;
   reg 			  start_1d;
   reg 			  start_2d;
   always @(posedge clk) begin
      start_meta <= start_triger;
      start_1d <= start_meta;
      start_2d <= start_1d;
   end
   wire det_posedge_start;
   assign det_posedge_start = start_1d & ~start_2d;
   localparam WR_READY = 3'd0;
   localparam WR_SET = 3'd1;
   localparam WR_EXE = 3'd2;
   reg [15: 0] wdata;
   reg [2: 0] 	wseq_state;
   reg 		avl_write_reg;
   reg [7: 0] 	avl_size_reg;
   reg [7: 0] 	burst_cnt_internal;
   always @(posedge clk) begin
      if (reset) begin
	 wseq_state <= WR_READY;
	 avl_write_reg <= 1'b0;
	 wdata <= 0;
	 burst_cnt_internal <= BURST_SIZE - 1'b1;
	 avl_size_reg <= BURST_SIZE;
      end
      else begin
	 case (wseq_state)
	   WR_READY: begin
	      burst_cnt_internal <= BURST_SIZE - 1'b1;
	      if (det_posedge_start) begin
		 wseq_state <= WR_SET;
	      end
	   end
	   WR_SET: begin
    	      avl_write_reg <= 1'b1;
	      wdata <= 16'd100;
	      wseq_state <= WR_EXE;
	   end
	   WR_EXE : begin
	      if (avl_wait_req_in == 1'b0) begin
		 if (burst_cnt_internal != 7'd0) begin
		    burst_cnt_internal <= burst_cnt_internal -1'd1;
		    wdata <= wdata + 1'b1;
		 end
		 else begin
		    wseq_state <= WR_READY;
		    avl_write_reg <= 1'b0;
		 end
              end
	   end
	   default : wseq_state <= WR_READY;
	 endcase
      end
   end
   assign avl_write_out = avl_write_reg;
   assign avl_size_out = avl_size_reg;
   assign avl_wdata_out = wdata;
   assign avl_addr_out = 25'd0;
endmodule
`default_nettype wire
```
==> flow_metrics.env <==
# source this file to load flow results
export IMPL_edf_count=0
export IMPL_drt_iter0_drc=94
export IMPL_drc=0
export IMPL_drv_cap=0
export IMPL_cp_start_kind="primary input"
export IMPL_antenna_found_initial=0
export IMPL_hp_class="reg -> reg"
export IMPL_most_common_cell="buf_4"
export IMPL_clockBufferDepth=2
export IMPL_clk_pin_slew_ns=0.06
export IMPL_wirelength_um=3870
export IMPL_die_w_um=103
export IMPL_max_stage_delay_ns=0.72
export IMPL_dp_cells=292
export IMPL_finalClockPeriodUsage=0.487
export IMPL_critPathTopFamily="simple AND/OR/NAND/NOR gates"
export IMPL_drive_gt1_frac=0.0321
export IMPL_required_ns=5.72
export IMPL_diodes=0
export IMPL_finalHoldViolations=0
export IMPL_top_area_cell="dfxtp_1"
export IMPL_ant_nets=0
export IMPL_worstMarginPinSlew_ns=0.654
export IMPL_synth_xor_area_share=0.0201
export IMPL_clk_latency_ns=0.28
export IMPL_fmax_mhz=373
export IMPL_grt_max_degree=22
export IMPL_top_cells_by_count="33 x buf_4, 31 x dfxtp_1, 16 x a21oi_1, 12 x nand2_1, 11 x or3_1"
export IMPL_final_max_slew_viol_count=0
export IMPL_tool_warnings=26
export IMPL_worstPathMaxFanout=18
export IMPL_ys_async_sr_fraction=0
export IMPL_wl_per_cell_um=13.0
export IMPL_postSynthSeqShare=0.355
export IMPL_min_period_ns=2.68
export IMPL_ctsResizeCount=0
export IMPL_die_area_mm2=0.0106
export IMPL_dp_worst_setup_slack_ns=2.57
export IMPL_top_cells_by_area="dfxtp_1 36%, buf_4 14%, a21oi_1 4.6%, or3_1 3.9%, nand2_1 2.6%"
export IMPL_placed_area_mm2=0.00187
export IMPL_avgSynthCellArea_um2=8.73
export IMPL_simple_gate_area_frac=0.223
export IMPL_ir_worst_vdd_mv=0.0717
export IMPL_crit_chain="clkdlybuf4s50_1, nor2_1, or4b_1, nand2_1"
export IMPL_netlist_area_mm2=0.00175
export IMPL_timing_setup_tns_ns=0
export IMPL_fin_cells=298
export IMPL_grt_usage=0.0720
export IMPL_topCombFamilyByArea="simple AND/OR/NAND/NOR gates"
export IMPL_finalSetupViolCount=0
export IMPL_viasPerCell=4.70
export IMPL_slowest_stage="clkdlybuf4s50_1"
export IMPL_overflow=0
export IMPL_cts_tree="yes"
export IMPL_area_growth_pct=11.3
export IMPL_hpwl_um=2920
export IMPL_leakage_nw=0.676
export IMPL_slew_headroom=0.560
export IMPL_synth_main_ff_cell="dfxtp_1"
export IMPL_timing_final_ws_setup_ns=2.82
export IMPL_path_buffers=1
export IMPL_cts_htree_levels=2
export IMPL_grt_pass1_vias=1307
export IMPL_fp_dieH_um=103
export IMPL_reg_largest_list="wdata x16, burst_cnt_internal x8, wseq_state x3"
export IMPL_cp_arrival_ns=2.90
export IMPL_yosysWarnings=1
export IMPL_grt_pass1_wl_um=6310
export IMPL_design_area_mm2=0.00194
export IMPL_portBuffers=20
export IMPL_power_density_mw_per_mm2=218
export IMPL_initCoreUtil=0.259
export IMPL_outcome="finished clean"
export IMPL_synth_cell_types=45
export IMPL_rows=30
export IMPL_syn_inst=200
export IMPL_fin_skew_ns=0.00718
export IMPL_ios=54
export IMPL_cts_root_buf="clkbuf_8"
export IMPL_cp_end_kind="register"
export IMPL_synth_flops=31
export IMPL_hold_ws_ns=0.327
export IMPL_compound_area_frac=0.173
export IMPL_ys_cells=200
export IMPL_yosysTopAreaCellShare=0.355
export IMPL_cts_buffers=5
export IMPL_cts_hold_buf=0
export IMPL_clkSinkCount=31
export IMPL_coreArea_mm2=0.00676
export IMPL_drt_pre_antenna_iters=4
export IMPL_ys_sh_mux=0.0229
export IMPL_largest_reg_flops=16
export IMPL_dr_total_vias=1401
export IMPL_globalplace_congestion=0.870
export IMPL_ys_sh_adder=0.0215
export IMPL_path_class="in -> reg"
export IMPL_regMostFlops="wdata"
export IMPL_cts_setup_buffers=0
export IMPL_ys_area_mm2=0.00175
export IMPL_rsz0062_at_grt="false"
[layer usage]
layer,global-route usage,wire length [um]
met2,0.110,1780
met3,0.0217,259
met4,0.00856,35
met1,0.101,1800
met5,0,0
[where the power goes]
group | total, W | switching [W] | internal, W | leakage (nW)
combinational | 0.0000288 | 0.0000163 | 0.0000126 | 0.387
clock | 0.000162 | 0.0000774 | 0.0000841 | 0.0371
sequential | 0.000234 | 0.00000506 | 0.000229 | 0.252
[layout make-up]
type / count / area, um2
flip-flops and latches: 31 / 621
fillers: 704 / 4810
clock buffers: 6 / 72.6
repair buffers: 20 / 200
multi-input cells: 155 / 928
inverters: 6 / 22.5
well taps: 80 / 100
[kinds of logic after synthesis]
family / after synthesis
fa+ha+maj: 3
flops: 31
mux: 4
compound gates: 44
xor+xnor: 4
buf+inv: 45
other cells: 2
simple gates: 67
[worst reg2reg max path: stages (launching register included)]
cell	delay, ns
dfxtp_1	0.34
or4_1	0.68
o221ai_4	0.53
o311ai_0	0.24
o41ai_1	0.10
[worst paths after layout]
path / startpoint / slack [ns] / to / cells past startpoint
min: start_meta / 0.33 / start_1d / 0
max reg2reg: burst_cnt_internal[4] / 3.51 / wdata[15] / 4
max: reset / 2.82 / burst_cnt_internal[7] / 4
min reg2reg: start_meta / 0.33 / start_1d / 0
[layout by cell type (no fill, tap or decap), types with 2 or more instances in the layout]
master,n
clkdlybuf4s50_1,20
o211ai_1,2
nor3_1,2
nor3b_1,2
clkbuf_8,5
a21oi_1,16
nor4_1,3
xor2_1,2
inv_1,6
ha_1,3
nor2b_1,2
nand2_1,12
xnor2_1,2
o31ai_1,4
o41ai_1,3
o311ai_0,2
mux2i_1,4
o21ai_0,5
nand4_1,6
dfxtp_1,31
o21ai_1,4
nand3_1,7
or3_1,11
nand2b_1,5
and4_1,3
conb_1,33
nor2_1,5
or4_1,4
[stage by stage]
stage	power, W	util
global placement	0.000268	0.277
CTS	0.000431	0.288
finish	0.000424	0.288
floorplan	0.000275	-
detailed placement	0.000268	0.277
global route	0.000445	0.288
Power is estimated from default activity; no workload was simulated.
