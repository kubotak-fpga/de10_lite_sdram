--- flow/run.sh ---
#!/bin/bash
# OpenROAD 26Q1-2900-gdf79404cd8, Yosys 0.63+post, stock flow scripts
make -C /OpenROAD-flow-scripts/flow DESIGN_CONFIG=/design/flow/config.mk WORK_HOME=/design/flow/orfs finish
--- flow/constraint.sdc ---
current_design avm_read_control

set clk_period 2.4
set clk_io_pct 0.2

create_clock -name clk0 -period $clk_period [get_ports {clk}]

set non_clock_inputs [all_inputs -no_clocks]
set_input_delay [expr $clk_period * $clk_io_pct] -clock clk0 $non_clock_inputs
set_output_delay [expr $clk_period * $clk_io_pct] -clock clk0 [all_outputs]
--- flow/design.v ---
`default_nettype none
  module avm_read_control
    (
     input wire 	 clk,
     input wire 	 reset,
     input wire 	 start_triger,
     input wire 	 avl_wait_req_in,
     input wire 	 avl_read_valid_in,
     input wire [15: 0] rdata_in,
     output wire 	 avl_read_out,
     output wire [7: 0]  avl_size_out,
     output wire [24: 0] avl_addr_out
     );
   localparam BURST_SIZE = 8'd32;
   reg 			 start_meta;
   reg 			 start_1d;
   reg 			 start_2d;
   always @(posedge clk) begin
      start_meta <= start_triger;
      start_1d <= start_meta;
      start_2d <= start_1d;
   end
   wire det_posedge_start;
   assign det_posedge_start = start_1d & ~start_2d;
   localparam RD_READY = 3'd0;
   localparam RD_SET = 3'd1;
   localparam RD_EXE = 3'd2;
   localparam RD_BURST_COUNT = 3'd3;
   reg [2: 0] rseq_state;
   reg 	      avl_read_reg;
   reg [7: 0] 	avl_size_reg;
   reg [7: 0] 	burst_cnt_internal;
   always @(posedge clk) begin
      if (reset) begin
	 rseq_state <= RD_READY;
	 avl_read_reg <= 1'b0;
	 burst_cnt_internal <= BURST_SIZE - 1'b1;
	 avl_size_reg <= BURST_SIZE;
      end
      else begin
	 case (rseq_state)
	   RD_READY : begin
	      if (det_posedge_start) begin
		 rseq_state <= RD_SET;
	      end
	   end
	   RD_SET : begin
	      avl_read_reg <= 1'b1;
	      rseq_state <= RD_EXE;
	   end
	   RD_EXE : begin
	      if (avl_wait_req_in == 1'b0) begin
		 avl_read_reg <= 1'b0;
		 rseq_state <= RD_BURST_COUNT;
	      end
	   end
	   RD_BURST_COUNT : begin
	      if (avl_read_valid_in) begin
		 if (burst_cnt_internal != 0) begin
		    burst_cnt_internal <= burst_cnt_internal -1'b1;
		 end
		 else begin
		    rseq_state <= RD_READY;
		 end
	      end
	   end
	 endcase
      end
   end  
   assign avl_read_out = avl_read_reg;
   assign avl_size_out = avl_size_reg;
   assign avl_addr_out = 25'd0;
endmodule  
`default_nettype wire
--- flow/config.mk ---
export PLATFORM = sky130hd
export DESIGN_NAME = avm_read_control
export DESIGN_NICKNAME = avm_read_control
export VERILOG_FILES = /design/flow/design.v
export SDC_FILE = /design/flow/constraint.sdc
export NUM_CORES = 4
export LEC_CHECK = 1
export CORE_AREA = 10 10 75 75
export DIE_AREA = 0 0 85 85
==> run summary <==
run metrics: status=finished, final reports clean, count leader, synth=buf_4, global route overflow=0, highest fanout seen on the critical path=7, Simple-Gate Area Share=15.12%, FP Core Util=22.63%, Reg clk slew, reported paths=0.06 ns, final RePlAce weighted congestion=0.7636, Avg Inst Size Synth=9.093 um2, synth top area cells=dfxtp_1 35%, buf_4 27%, xor2_1 4.8%, setup bufs post-CTS=0, aoi share=11.58%, # placed instances=151, Tot GR Track Use=3.802%, Synth Warn #=1, Static Leak=0.0003994 uW, adder share=2.725%, PostCTS Resize Cnt=0, DP Wirelength=1208 um, post-route ant nets=0, Synth Instances=101, Log Warnings=42, final hold slack=0.3300 ns, Crit. End Element=register, Crit Path Class=register to register, mux share=0%, post-route minimum period=1.729 ns, worst hold path type=register to register, maximum root-to-sink buffer count=2, crit path DAT=1.86 ns, worst ir drop on vdd=0.0002140 V, Insertion Delay late pin=0.24 ns, Clock Skew=0.001792 ns, Fill cells=448, Final Setup Violations=0, largest reg by FF count=burst_cnt_internal, PortBufs=5, ant diodes=0, largest net degree at the start of global routing=14, WP data required=2.53 ns, Die Height=85 um, Worst Setup Start Kind=register, Distinct cells, synth=29, Largest regs=burst_cnt_internal: 8 flops, rseq_state: 4 flops, Final Util=22.88%, Final Non-Filler Cells=154, CTS Buf Count=3, Post-Route WL=1475 um, CTS tree=done, CTS Root Cell=clkbuf_8, design area=928.4 um2, H-tree level count=1, ys flop type=dfxtp_1, max FFs per register=8, RSZ-0062 raised after global routing=false, mapped cell area=918.4 um2, synthesis-stage register bit count=16, number of enable flip-flop cells=0, total negative setup slack=0 ns, row count=23, initial antenna violation count=0, comb area leader=buffers and inverters, layout cells sized above 1=5.769%, dpl cell area=887.1 um2, Max-area cell share=34.88%, area grow syn2layout=1.090%, Commonest cells post-synth=33 x buf_4, 16 x dfxtp_1, 7 x nor2_1, pwr/cell area=530.5 mW/mm2, number of global-route vias before repair=573, vias=533, Die ar.=0.007225 mm2, yosys cell count=101, hold buffer count at CTS=0, die width=85 um, fmax=0.5785 GHz, final hold vios=0, drt drc=0, I/O Pins=55, Via density=3.461, xor/xnor share=5.722%, DR WL/cell=9.578 um, first-pass GRT wire length=2484 um, TritonRoute pass-1 iters=2, post-layout period usage=72.02%, Slew Limit Fails=0, max cap viols=0, Iteration-0 DRC Markers=10, clk sinks=16, sequential share of the synthesized area=34.88%, yosys stat area=918.4 um2, Yosys top cell by area=dfxtp_1, Core ar.=0.004058 mm2, FFs w/ async S/R, synth=0%
worst max-delay path: stages, from the launching register on:
cell     delay [ns]
dfxtp_1        0.35
or4_1          0.69
o21ai_2        0.26
nor2_1         0.06
a211o_1        0.26
placed cells by master (no fill, tap or decap), drive strengths merged, types with 2 or more instances in the layout:
cell type / instances
clkbuf: 3
o211ai: 4
nor3: 2
conb: 33
xor2: 5
dfxtp: 16
nand2b: 6
nor2: 7
o21ai: 2
ha: 2
a21oi: 4
clkdlybuf4s50: 5
inv: 2
path summary, 6_finish.rpt:
path,from,to,slack (ns),cells after the start
max,burst_cnt_internal[2],burst_cnt_internal[1],0.67,4
min,start_meta,start_1d,0.33,0
max reg2reg,burst_cnt_internal[2],burst_cnt_internal[1],0.67,4
min reg2reg,start_meta,start_1d,0.33,0
per-layer routing:
layer	GRT usage [%]	vias to the layer above	wire [um]
met2	5.926	24	591
met4	0.7485	0	37
li1	-	274	-
met1	4.847	233	735
met5	0	-	0
met3	1.541	2	110
power by group:
group	internal (uW)	switching, uW	leakage [uW]
logic	13.2	11.0	0.000247
registers	273	3.10	0.000131
clock network	111	81.6	0.0000216
total	397	95.7	0.000399
cells by family (layout without fill, tap and decap cells):
group	after synthesis	count (layout)
AND-OR/OR-AND	14	14
XOR/XNOR	6	6
adder cells (fa/ha/maj)	2	2
buffers and inverters	38	10
flip-flops	16	16
other	2	33
AND/OR/NAND/NOR	23	23
final cells by class:
cell class / count / area, um2 / area share [%]
Sequential cell: 16 / 320.3 / 34.50
Timing Repair Buffer: 5 / 50.05 / 5.391
Clock buffer: 3 / 41.29 / 4.447
Multi-Input combinational cell: 78 / 446.7 / 48.11
Inverter: 2 / 7.507 / 0.8086
Tap cell: 50 / 62.56 / 6.739
through the flow:
step | total power (uW) | setup slack [ns]
floorplan | 329.7 | 0.7855
global placement | 308.1 | 0.4621
detailed placement | 307.8 | 0.4783
CTS | 501.2 | 0.6681
global route | 518.1 | 0.5592
finish | 492.5 | 0.6714
Power is estimated from default activity; no workload was simulated.
